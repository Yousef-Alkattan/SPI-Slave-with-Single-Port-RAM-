$ cat design.v
module SPI (input clk, rst_n,MOSI, SS_n,output MISO);
    wire rx_valid, tx_valid;
    wire [9:0]rx_data;
    wire [7:0]tx_data;
    SPI_slave slave(
    	.clk(clk), .rst_n(rst_n), .SS_n(SS_n), .MOSI(MOSI), .MISO(MISO), 
	.tx_valid(tx_valid), .rx_valid(rx_valid), .rx_data(rx_data), .tx_data(tx_data)
    );
    sp_RAM #(.MEM_DEPTH(256),.ADDR_SIZE(8)) RAM(
        .clk(clk), .rst_n(rst_n), .din(rx_data), 
	.rx_valid(rx_valid), .tx_valid(tx_valid), .dout(tx_data)
    );
endmodule
module SPI_slave(clk ,rst_n ,SS_n ,MOSI ,MISO ,rx_data ,rx_valid ,tx_data ,tx_valid);
input clk,rst_n;
input MOSI;  
input SS_n,tx_valid;
input [7:0] tx_data;
output reg MISO;  
output reg rx_valid;
output reg [9:0] rx_data;
parameter IDLE      = 5'b00000;
parameter CHK_CMD   = 5'b00001;
parameter WRITE     = 5'b00010;
parameter READ_ADD  = 5'b00011;
parameter READ_DATA = 5'b00100;
(* fsm_extract = "yes", fsm_encoding = "gray" *)
reg [4:0] cs,ns;
reg read_type; 
reg [4:0] counter;
always@(posedge clk)begin  
	if(~rst_n)
		cs <= IDLE;
	else
		cs <= ns;
end
always@(*)begin  
	case(cs)
		IDLE:
			if(~SS_n) ns = CHK_CMD;
		CHK_CMD:
			if(SS_n) ns = IDLE;
			else begin
				if(~MOSI) ns = WRITE;
				else if(MOSI && ~read_type) ns = READ_ADD;
				else ns = READ_DATA;
			end
		WRITE:
			if(SS_n) ns = IDLE;
		READ_ADD:
			if(SS_n) ns = IDLE;
		READ_DATA:
			if(SS_n) ns = IDLE;
		default: ns = IDLE;
	endcase	
end
always@(posedge clk)begin  
	if (!rst_n) begin
		rx_valid <= 0;
        	rx_data <= 0;
		read_type <= 0;
        	counter <= 0;
        	MISO <= 0;
	end
	else if(cs == IDLE)begin
        counter <= 0;
		rx_valid <=0;
		rx_data <= 0;
	end
	else if(cs == WRITE)begin
 		if (counter <= 9) rx_data[9 - counter] <= MOSI;  
                if (counter == 9) rx_valid <= 1;
                	counter <= counter + 1;
	end
 	else if(cs == READ_ADD)begin
		read_type <= 1;
               	if (counter <= 9) rx_data[9 - counter] <= MOSI;  
               	if (counter == 9) rx_valid <= 1;
                    	counter <= counter + 1;
	end
	else if(cs == READ_DATA)begin
		read_type <= 0;
                if (counter <= 9) rx_data[9 - counter] <= MOSI;
               	if (counter == 9) rx_valid <= 1;
		if(tx_valid && counter <= 17) MISO = tx_data[counter-10];  
                    	counter <= counter + 1;
 	end
end
endmodule
module sp_RAM (din,clk,rst_n,rx_valid,tx_valid, dout); 
parameter ADDR_SIZE= 8; 
parameter MEM_DEPTH = 256; 
input [9:0] din; 
input clk,rst_n,rx_valid; 
output reg tx_valid; 
output reg [7:0] dout; 
reg [ADDR_SIZE-1:0] addr; 
reg [7:0] mem [MEM_DEPTH-1:0];
always@(posedge clk) begin 
    if (~rst_n)begin 
    dout<=0; 
    tx_valid<=0; 
    end
    else begin 
        if(rx_valid) begin 
            case(din[9:8]) 
            2'b00: begin addr<=din[7:0]; tx_valid<=0; end
            2'b01: begin mem[addr]<=din[7:0]; tx_valid<=0; end
            2'b10: begin addr<=din[7:0]; tx_valid<=0; end
            2'b11: begin dout<=mem[addr]; tx_valid<=1; end
            endcase
        end 
    end 
end 
endmodule
$ cat run.sh
#!/bin/bash
# OpenROAD 26Q1-2900-gdf79404cd8, Yosys 0.63+post, stock flow scripts
make -C /OpenROAD-flow-scripts/flow DESIGN_CONFIG=/design/flow/config.mk WORK_HOME=/design/flow/orfs finish
$ cat config.mk
export PLATFORM = sky130hd
export DESIGN_NAME = SPI
export DESIGN_NICKNAME = SPI
export VERILOG_FILES = /design/flow/design.v
export SDC_FILE = /design/flow/constraint.sdc
export NUM_CORES = 4
export LEC_CHECK = 1
export CORE_UTILIZATION = 40
$ cat constraint.sdc
current_design SPI

set clk_period 49.6
set clk_io_pct 0.2

create_clock -name clk0 -period $clk_period [get_ports {clk}]

set non_clock_inputs [all_inputs -no_clocks]
set_input_delay [expr $clk_period * $clk_io_pct] -clock clk0 $non_clock_inputs
set_output_delay [expr $clk_period * $clk_io_pct] -clock clk0 [all_outputs]
==> CHANGELOG.md <==
### Metrics

* Placed Cells at 6448
* Actual slew at the worst max-slew pin at 944 ps
* DRC viols at 0
* Max-cap violations at 0
* Commonest cells in the netlist: edfxtp_1, mux4_2, nor2_1, nand2_1, mux2i_1
* Cell count after synthesis at 3868
* Library cells used by synthesis at 70
* Post-detailed-route count of antenna-violating nets at 0
* Minimum clock period at 12700 ps
* Die Span Y at 454 µm
* Final core utilization at 45.3%
* Setup CP Type: input port to register
* Area growth, synth to finish at 12.4%
* DRC marker count from the first detailed-route iteration at 3032
* Vias per Instance at 5.85
* Global Route Usage Sum at 24.1%
* Final setup fails at 0
* Critical path startpoint category: input port
* Total die size at 206000 µm²
* Multi-input logic area at 18100 µm²
* DR WL/cell at 32.4 µm
* GRT busiest layer: met2
* Final Hold Vio Count at 0
* Via count at 40000
* Async set-reset flop share out of synthesis at 0%
* Synthesized area per cell at 21.1 µm²
* Met1 GRT Util at 28.6%
* Initial antenna violation count at 5
* Endpoints left unconstrained at 3
* Met3 global-route usage at 19.8%
* Worst path arrival time at 13160 ps
* CP Cell Sequence: clkdlybuf4s50_1, buf_4, nand4b_1, nor3_1, nand2_2, buf_4, nor2_1
* Largest net degree at the start of global routing at 95
* Register pins left without a clock at 3
* DPL Wire Length at 137 mm
* Clk slew on worst S/H paths at 60 ps
* RSZ-0062 raised after global routing: false
* Syn Std Cell Area at 81600 µm²
* Max H-tree Level at 4
* Share of layout cells above drive strength 1 at 24.0%
* CTS Buf Count at 206
* Post-synth EDFFs at 2056
* Number of standard cells reported by yosys at 3868
* Tool warnings at 30
* Flops after synth at 2089
* Slew Viols, Final at 0
* Number of fill cells in the layout at 16400
* R2R cell count at 11
* Maximum clock path buffer count at 3
* Worst hold path type: register to register
* Status: completed
* Power density cells at 37.8 nW/µm²
* Final Cycle Share at 25.6%
* Leading post-synthesis cells by cell area: edfxtp_1, mux4_2, mux2i_1
* First-pass GRT wire length at 318 mm
* Most area-hungry cell type in the Yosys netlist: edfxtp_1
* Most frequent cell after synthesis: edfxtp_1
* # port buffers at 4
* Required @ worst endpoint at 50060 ps
* Congestion Overflow GR at 0
* Critical Path Max Stage Delay at 760 ps
* Cell mode on critical path: buf_4
* Vias in the first global route at 44800
* WHS Path Cells at 2
* Yosys Warn Count at 4
* CTS tree: done
* Global Route met2 Usage at 33.7%
* Lkg Pwr at 0.0328 µW
* Setup crit end kind: register
* Pre-antenna DRT Iters at 5
* Fp util at 40.3%
* RD Place Congestion at 0.937
* Place WS at 36090 ps
* Io pins at 5
* CTS-repair resized insts at 0
* Worst Skew at 43.1 ps
* Slowest CP cell: nor3_1
* Setup TNS Final at 0 ps
* Later-pin clock latency in the skew report at 860 ps
* Setup ws final at 36900 ps
* Peak supply drop at 33.5 µV
* Row cnt at 165
* CTS hold repair buffers at 0
* Core Area at 203000 µm²
* Relative slew slack at 36.6%
* Post-CTS setup buffers at 0
* Post-synth area from yosys stat at 81600 µm²
* Final wirelength at 221 mm
* Root Buffer Master: clkbuf_16
* Area share of the largest cell type after synthesis at 75.6%
* Ys flop type: edfxtp_1
* Sequential cell area at 62400 µm²
* Finished Layout Cells at 6835
* Max Clock Freq at 0.0787 GHz
* Crit path max fanout at 17
* Die width at 454 µm
## cells by family after synthesis
family          synth area share, %
flops                          76.4
mux                            16.6
simple gates                   3.37
buf+inv                        1.54
compound gates                 1.77
fa+ha+maj                     0.215
xor+xnor                      0.124
latches                      0.0552
## worst paths after layout
| check | end | startpoint | slack, ps |
|---|---|---|---|
| worst max-delay path | RAM.mem[181][4] | rst_n | 36900 |
| worst min register to register | RAM.tx_valid | RAM.tx_valid | 500 |
| worst max register to register | RAM.dout[7] | RAM.addr[1] | 44610 |
| worst min-delay path | RAM.tx_valid | RAM.tx_valid | 500 |
## where the power goes
| group | internal, µW | total (µW) | switching [µW] |
|---|---|---|---|
| sequential | 1910 | 1910 | 0.151 |
| combinational | 0.775 | 2.01 | 1.23 |
| clock | 899 | 1560 | 658 |
| total | 2810 | 3470 | 660 |
## critical path, delay by kind of cell
family        cells  cell delay [ps]
simple gates      4             2050
buf+inv           3             1160
## layer usage
metal  vias to the layer above  share of wire, %
met5                         -              0.23
met2                      3101                46
met3                       434                18
li1                      16300                 -
met4                        22               3.9
met1                     20100                32
## cell type report
class                           instances  area share [%]
Clock inverter                        128            1.43
Multi-Input combinational cell       1539            19.7
Clock buffer                          256            5.93
Antenna cell                            3         0.00818
Tap cell                             2672            3.64
Inverter                               11          0.0559
Sequential cell                      2089            68.0
Timing Repair Buffer                  137            1.23
## cells in the final DEF, fill, tap and decap left out, types with 38 or more instances in the layout
master,count
edfxtp_1,2056
mux4_2,523
nor2_1,298
clkbuf_16,209
nand2_1,164
mux2i_1,152
buf_4,126
a32oi_1,45
clkinv_1,45
clkbuf_1,43
nand3_1,38
## flip-flops by register name (all words and copies together), names as in the netlist
signal,count
slave.cs,3
RAM.addr,8
slave.read_type,1
slave.counter,5
RAM.mem,2048
slave.rx_data,10
slave.rx_valid,1
slave.MISO,1
RAM.dout,8
slave.ns,3
RAM.tx_valid,1
## through the flow
stage	total power (µW)	instance area (µm²)	hold slack [ps]
2_1_floorplan	1940	81600	451
3_3_place_gp	1950	85000	484
3_5_place_dp	1950	85000	491
4_1_cts	3490	91800	501
5_1_grt	3560	91800	541
6_report	3470	91800	502
Power and IR drop assume default switching activity.
